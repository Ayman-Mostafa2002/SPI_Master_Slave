`flow/config.mk`:
```
export PLATFORM = sky130hd
export DESIGN_NAME = SPI_Wrapper
export DESIGN_NICKNAME = SPI_Wrapper
export VERILOG_FILES = /design/flow/design.v
export SDC_FILE = /design/flow/constraint.sdc
export NUM_CORES = 4
export LEC_CHECK = 1
export CORE_UTILIZATION = 30
```
`flow/constraint.sdc`:
```
current_design SPI_Wrapper

set clk_period 37.0
set clk_io_pct 0.2

create_clock -name clk0 -period $clk_period [get_ports {clk}]

set non_clock_inputs [all_inputs -no_clocks]
set_input_delay [expr $clk_period * $clk_io_pct] -clock clk0 $non_clock_inputs
set_output_delay [expr $clk_period * $clk_io_pct] -clock clk0 [all_outputs]
```
`flow/design.v`:
```
module RAM(din,rx_valid,clk,rst_n,dout,tx_valid);
parameter MEM_DEPTH=256;
parameter ADDER_SIZE=8;
input [9:0]din;
input clk,rst_n,rx_valid;
output reg [7:0]dout;
output reg tx_valid;
reg [7:0] Ram [MEM_DEPTH-1:0]; 
reg [7:0] ADDER_reg;
always @(posedge clk ) begin
	if (~rst_n) begin
         dout<=1'b0;
         tx_valid<=1'b0;
         ADDER_reg<=1'b0;	
	end
	else if(rx_valid) begin
	case(din[9:8])
	2'b00:begin
	      ADDER_reg<=din[7:0];
	      tx_valid<=1'b0;
	      end
	2'b01:
	     begin
	     Ram[ADDER_reg]<=din[7:0];
	     tx_valid<=1'b0;
	     end
	2'b10:
	      begin
	      ADDER_reg<=din[7:0];
	      tx_valid<=1'b0;
	      end
	2'b11:begin
	      dout<=Ram[ADDER_reg];
	      tx_valid<=1'b1;
	      end
	endcase
	end
end
endmodule
module SPI_SLAVE(MOSI,MISO,SS_n,clk,rst_n,rx_data,rx_valid,tx_data,tx_valid);
parameter IDLE=3'b000;
parameter CHK_CMD=3'b001;
parameter WRITE=3'b010;
parameter READ_ADD=3'b011;
parameter READ_DATA=3'b100;
input MOSI;
output reg MISO;
input SS_n;
input clk;
input rst_n;
input tx_valid;
input [7:0]tx_data;
output reg rx_valid;
output reg [9:0] rx_data;
(* fsm_encoding = "sequential" *)
reg [2:0]cs,ns;
reg [3:0]Counter=4'b0;
reg READ_ADD_0_READ_DATA_1;
always @(posedge clk or negedge rst_n) begin
	if (~rst_n)begin
	   cs<=IDLE;
	end
	else
	cs<=ns;
end
always@(*)begin
 case(cs)
  IDLE:
  if(SS_n==1'b0)
      ns<=CHK_CMD;
  else
      ns<=IDLE;    
  CHK_CMD:
  if(SS_n==1'b0 && MOSI==1'b0)
      ns<=WRITE;
  else if(SS_n==1'b0 && MOSI==1'b1 && READ_ADD_0_READ_DATA_1==1'b0)
      ns<=READ_ADD;
  else if(SS_n==1'b0 && MOSI==1'b1 && READ_ADD_0_READ_DATA_1==1'b1)
          ns<=READ_DATA;
  else 
          ns<=IDLE;
  WRITE:
  if(SS_n==1'b1)
      ns<=IDLE;
  else
      ns<=WRITE;
  READ_ADD:
  if(SS_n==1'b1)
      ns<=IDLE;
  else
      ns<=READ_ADD;
  READ_DATA:
  if(SS_n==1'b1)
      ns<=IDLE;
  else
      ns<=READ_DATA;
  default:ns<=IDLE;
  endcase
end
always@(posedge clk)begin
 if(~rst_n)begin
 MISO<=0;
 READ_ADD_0_READ_DATA_1<=0;
 end
 case(cs)
  IDLE:begin
  rx_valid<=1'b0;
  MISO<=1'b0;
  end
  CHK_CMD:
  Counter<=1'b0;
  WRITE:begin
  if(SS_n==0)begin
    rx_data[9-Counter]<=MOSI;
    Counter<=Counter+1'b1;
  end
  if(Counter==9)begin
    rx_valid<=1'b1;
    Counter<=1'b0;
    end
  end
  READ_ADD:begin
  if(SS_n==0)begin
    rx_data[9-Counter]<=MOSI;
    Counter<=Counter+1'b1;
  end
  if(Counter==9)begin
    rx_valid<=1'b1;
    Counter<=1'b0;
    READ_ADD_0_READ_DATA_1<=1'b1;
  end
  end
  READ_DATA:begin
  if(SS_n==0)begin
    if(tx_valid==1'b0)begin
    rx_data[9-Counter]<=MOSI;
    Counter<=Counter+1'b1;
    if(Counter==9)begin
       Counter<=1'b0;
       rx_valid=1'b1;
    end
    end   
    if(tx_valid==1'b1)begin
      MISO<=tx_data[7-Counter];
      Counter<=Counter+1'b1;
      if(Counter==7)begin
         READ_ADD_0_READ_DATA_1<=1'b0;
         Counter<=1'b0;
      end
    end
  end
  end
  endcase
end
endmodule
module SPI_Wrapper(MOSI,MISO,SS_n,clk,rst_n);
parameter MEM_DEPTH=256;
parameter ADDER_SIZE=8;
input SS_n;
input MOSI,clk,rst_n;
output MISO;
wire [9:0]rx_data_WIRE;
wire rx_valid_WIRE;
wire [7:0]dout_WIRE;
wire tx_valid_WIRE;
RAM #(MEM_DEPTH,ADDER_SIZE) RAM1(.din(rx_data_WIRE),.rx_valid(rx_valid_WIRE),.clk(clk),.rst_n(rst_n),.dout(dout_WIRE),.tx_valid(tx_valid_WIRE));
SPI_SLAVE  SPI1(.MOSI(MOSI),.MISO(MISO),.SS_n(SS_n),.clk(clk),.rst_n(rst_n),.rx_data(rx_data_WIRE),.rx_valid(rx_valid_WIRE),.tx_data(dout_WIRE),.tx_valid(tx_valid_WIRE));
endmodule
```
`flow/run.sh`:
```
#!/bin/bash
# OpenROAD 26Q1-2900-gdf79404cd8, Yosys 0.63+post, stock flow scripts
make -C /OpenROAD-flow-scripts/flow DESIGN_CONFIG=/design/flow/config.mk WORK_HOME=/design/flow/orfs finish
```
==> writeup.txt <==
The number of optimization iterations in the first detailed-route pass is 5, and the number of buffers inserted by port buffering is 4. For this design, Yosys synthesis ends with a cell count of 4,010. The worst register-to-register path has a setup slack of 31.66 ns. Summed over all layers, the global routing overflow is 0. The number of warnings reported in the yosys synthesis log is 3, and the worst-case reg-to-reg path depth is 9. The average cell area after synthesis was 20.4 sq um.

The run gives 76.3% for the sequential element share of the synthesized area. CTS reports a maximum clock tree buffer depth of 3. The final setup TNS was 0 ns. The register with the highest flop count was RAM1.Ram. Max-cap violations in this run came to 0. Measured against its own limit, the worst slew margin works out to 25.3%. The shortest period the worst path allows was 10.38 ns; the placeable core region was 0.271 sq mm. The critical path ends at RAM1.Ram[100][2]. The run gives 5 for the number of antenna violations at the first check in global routing. In this run, synthesis inferred 2,063 flip-flops with an integrated enable. The final timing summary puts the cycle share of the worst path at 28.1%. The critical path maximum fanout is 26. The most critical hold endpoint after final layout shows a slack of 0.535 ns. In the post-route report, total wirelength is listed as 224 mm. The worst path setup slack after routing is 26.62 ns, and the fraction of layout instances using a drive strength above 1 is 22.8%. The logs give 40.6k for the total via count in the routed design and 0.0926 sq mm for the cell area after layout. In this run the critical register-to-register path is launched from RAM1.ADDER_reg[1].

After detailed placement, the total cell area comes to 0.0862 sq mm. The report lists the power per cell area as 49.2 mW/mm^2. The clock reaches the later pin of the worst-skew pair after 0.85 ns.

The average via count per standard cell was 5.17; the iteration-0 DRC count of the detailed router was 3,089. The registers reported with the highest flop counts are RAM1.Ram: 2048 flops, SPI1.rx_data: 10 flops. The post-route non-filler standard cell count is 7,849, and the number of H-tree levels is 4. After synthesis, the cell types taking the most area are sky130_fd_sc_hd__edfxtp_1, sky130_fd_sc_hd__mux4_2, sky130_fd_sc_hd__mux2i_1. The synthesized instance count was 4,010. TritonCTS built the clock tree. According to the floorplan report, the total die area is 0.275 sq mm. In the synthesized netlist the dominant register cell turns out to be sky130_fd_sc_hd__edfxtp_1. Number of clock sinks: 2,087. Classification of the worst-slack hold path: flop to flop.

The launch point of the critical path was reported as rst_n. Setup repair after global routing left no endpoint under its margin. The flip-flop and latch count after synthesis works out to 2,087. The run gives 0.0366 ns for the final worst clock skew. The run finished with clean final reports. In this run, placement finished with an instance count of 7,480.

Buffers inserted to repair hold after CTS numbered 0. The measured slew at the worst slew-check pin was 1.12 ns. The tools report the number of global-route vias before repair as 45.2k. The per-cell routed wire length was 28.5 microns.

The register with the most flip-flops in the layout has 2,048 of them. Entering global routing, the biggest net connects 105 pins. Per the detail_route report, DRC violations left total 0.

The run gives 0 for the number of post-CTS setup repair buffers. For this run the detailed placement stage logged an HPWL of 137 mm. With the number of buffers created by CTS at 201, the synthesized area is 0.0818 sq mm. The count of fill cells added during filler insertion was 24.9k; the global-route wire length before repair was 320 mm. For the final setup violation count, the log shows 0. Sort of element at the end of the critical path: a flop. For the static leakage, the log shows 33.0 nW.

Data on the critical path arrives at its endpoint at 10.84 ns. After synthesis, the largest area contributor takes up 75.7% of total cell area. Clock transition at the registers of the reported paths: 0.06 ns. STA classifies the critical path startpoint as a primary input. Warnings raised by the tools during the run amount to 33.

The horizontal die dimension reported for this design is 524 microns. The worst register-to-register path ends at RAM1.dout[4]. The analysis reports a worst IR drop on VDD of 43.4 uV.

The tree is rooted in a sky130_fd_sc_hd__clkbuf_16. In this build the clock could be raised as far as 96.3 MHz. The dominant cell type by area after synthesis is sky130_fd_sc_hd__edfxtp_1. The run gives 0 as the antenna violation net count after detailed routing. The report lists the number of cells resized after CTS as 0.

The post-synthesis async set-or-reset flop share came out at 0.240%. The number of cell rows is 191. The tools report the critical path required time as 37.46 ns. The weighted congestion reported at the end of routability-driven placement came out at 0.909. The run gives 0 for the number of hold violations in the final report.

The final timing report lists a max-slew violation count of 0. The total routing usage reported by global routing was 17.6%; the number of distinct library cell variants in the gate-level netlist after synthesis was 72. In this run the layout overhead on the synthesized area is reported as 13.1%.

Per the OpenROAD floorplan log, the height of the die is 524 microns. The floorplan core density is 30.2%. Category of the most critical setup path: primary input to flop. The number of top-level design ports is 5, and the synthesized chip area reported by yosys is 0.0818 sq mm.

Timing analysis after detailed placement gives a worst setup slack of 25.88 ns.
==> synth_stat cells, types with 20 or more instances <==
| library cell | number |
|---|---|
| sky130_fd_sc_hd__o22ai_1 | 43 |
| sky130_fd_sc_hd__mux4_2 | 482 |
| sky130_fd_sc_hd__nand3_1 | 53 |
| sky130_fd_sc_hd__edfxtp_1 | 2063 |
| sky130_fd_sc_hd__mux2i_1 | 128 |
| sky130_fd_sc_hd__mux2_2 | 36 |
| sky130_fd_sc_hd__o21ai_0 | 57 |
| sky130_fd_sc_hd__a22oi_1 | 29 |
| sky130_fd_sc_hd__buf_4 | 57 |
| sky130_fd_sc_hd__buf_6 | 21 |
| sky130_fd_sc_hd__a32oi_1 | 35 |
| sky130_fd_sc_hd__nor2b_1 | 27 |
| sky130_fd_sc_hd__nor2_1 | 307 |
| sky130_fd_sc_hd__nand4_1 | 20 |
| sky130_fd_sc_hd__nand2_1 | 218 |
| sky130_fd_sc_hd__clkbuf_1 | 80 |
| sky130_fd_sc_hd__buf_2 | 63 |
| sky130_fd_sc_hd__a21oi_1 | 43 |
| sky130_fd_sc_hd__a31oi_1 | 20 |
==> per-layer routing <==
layer / vias to the layer above / track usage [%] / routed length (microns) / share of wire, %
li1: 16759 / - / - / -
met1: 20339 / 18.3 / 69700 / 31
met2: 3065 / 25.8 / 102000 / 46
met3: 400 / 15.7 / 43100 / 19
met4: 13 / 5.16 / 8370 / 3.7
met5: - / 0.624 / 265 / 0.12
==> cell usage in the layout, fill, tap and decap left out, types with 36 or more instances in the layout <==
cell type and instances:
sky130_fd_sc_hd__mux4_2 482, sky130_fd_sc_hd__clkbuf_1 36, sky130_fd_sc_hd__o22ai_1 43, sky130_fd_sc_hd__mux2i_1 128, sky130_fd_sc_hd__mux2_2 36, sky130_fd_sc_hd__nor2_1 306
sky130_fd_sc_hd__edfxtp_1 2063, sky130_fd_sc_hd__buf_4 125, sky130_fd_sc_hd__nand3_1 49, sky130_fd_sc_hd__a21oi_1 43, sky130_fd_sc_hd__nand2_1 218, sky130_fd_sc_hd__o21ai_0 57
sky130_fd_sc_hd__clkinv_2 49, sky130_fd_sc_hd__clkbuf_16 203
==> cell families after synthesis <==
| group | synth area share (%) |
|---|---|
| AND-OR/OR-AND | 2.66 |
| XOR/XNOR | 0.0535 |
| adder cells (fa/ha/maj) | 0.199 |
| buffers and inverters | 1.78 |
| flip-flops | 76.3 |
| multiplexers | 15.3 |
| AND/OR/NAND/NOR | 3.66 |
==> per-stage QoR <==
| step | total power [W] | utilization, % |
|---|---|---|
| 2_1_floorplan | 0.00261 | - |
| 3_3_place_gp | 0.00261 | 31.8 |
| 3_5_place_dp | 0.00261 | 31.8 |
| 4_1_cts | 0.00458 | 34.2 |
| 5_1_grt | 0.00467 | 34.2 |
| 6_report | 0.00455 | 34.2 |
==> power breakdown <==
part	total [W]	switching, W	leakage (nW)	internal, W
clock	0.00199	0.000872	3.12	0.00112
sequential	0.00256	0.00000000000000000000262	24.6	0.00256
combinational	0.00000151	0.000000949	5.29	0.000000555
total	0.00455	0.000873	33.0	0.00368
==> how the worst min path moves through the flow <==
stage | start | endpoint | slack [ns] | cells after the start
5_1_grt | SPI1.cs[0] | SPI1.cs[3] | 0.55 | 1
6_report | SPI1.cs[0] | SPI1.cs[3] | 0.54 | 1
4_1_cts | SPI1.cs[0] | SPI1.cs[3] | 0.54 | 1
==> worst max-delay path, stage by stage <==
cell	delay, ns
sky130_fd_sc_hd__clkdlybuf4s50_1	0.45
sky130_fd_sc_hd__buf_4	0.29
sky130_fd_sc_hd__nand4b_1	0.24
sky130_fd_sc_hd__nor3_1	0.46
sky130_fd_sc_hd__nand2_1	0.82
sky130_fd_sc_hd__buf_4	0.58
sky130_fd_sc_hd__nor2_1	0.57
==> area by class of cell <==
cell class / instances / area, sq um / share of cell area, %
clock buffers: 239 / 5220 / 5.63
flip-flops and latches: 2087 / 62500 / 67.5
diodes: 3 / 7.51 / 0.00811
clock inverters: 127 / 1170 / 1.26
multi-input cells: 1671 / 18000 / 19.4
well taps: 3570 / 4470 / 4.83
repair buffers: 140 / 1200 / 1.29
inverters: 12 / 51.3 / 0.0554
Power and IR drop assume default switching activity.
